==> design.v <==
module comb_logic(input wire startn, stopn, clearn, door_closed, timer_done,
                  output wire set, reset);
    assign set = (~startn) & door_closed & (~timer_done);
    assign reset = (~door_closed) | (~clearn) | (~stopn) | timer_done;
endmodule
module latch_sr(input wire set, reset,
                output reg mag_on);  
  always @*
    if (set == 0 && reset == 0) begin
      mag_on <= mag_on;
    end
    else if (set == 0 && reset == 1) begin
      mag_on <= 0;
    end
    else if (set == 1 && reset == 0) begin
      mag_on <= 1;
    end
    else if (set == 1 && reset == 1) begin
      mag_on <= 0;
    end
endmodule
module magnetron(input wire startn, stopn, clearn, door_closed, timer_done,
                 output wire mag_on);
    wire set_wire;
    wire reset_wire;
    comb_logic comb_logic(startn, stopn, clearn, door_closed, timer_done, set_wire, reset_wire);
    latch_sr latch_sr(set_wire, reset_wire, mag_on);
endmodule
module decoder (output wire [6:0] OutMinutos, OutDezenaSeg, OutUnidadeSeg,
                input wire [3:0] Minutos, DezenaSeg, UnidadeSeg);
        assign OutMinutos = (Minutos == 4'b0000) ? 7'b000_0001 : 
                            (Minutos == 4'b0001) ? 7'b100_1111 : 
                            (Minutos == 4'b0010) ? 7'b001_0010 : 
                            (Minutos == 4'b0011) ? 7'b000_0110 : 
                            (Minutos == 4'b0100) ? 7'b100_1100 : 
                            (Minutos == 4'b0101) ? 7'b010_0100 : 
                            (Minutos == 4'b0110) ? 7'b010_0000 : 
                            (Minutos == 4'b0111) ? 7'b000_1111 : 
                            (Minutos == 4'b1000) ? 7'b000_0000 : 
                            (Minutos == 4'b1001) ? 7'b000_1100 : 7'b111_1111;
        assign OutDezenaSeg =   (DezenaSeg == 4'b0000) ? 7'b000_0001 : 
                                (DezenaSeg == 4'b0001) ? 7'b100_1111 : 
                                (DezenaSeg == 4'b0010) ? 7'b001_0010 : 
                                (DezenaSeg == 4'b0011) ? 7'b000_0110 : 
                                (DezenaSeg == 4'b0100) ? 7'b100_1100 : 
                                (DezenaSeg == 4'b0101) ? 7'b010_0100 : 
                                (DezenaSeg == 4'b0110) ? 7'b010_0000 : 
                                (DezenaSeg == 4'b0111) ? 7'b000_1111 : 
                                (DezenaSeg == 4'b1000) ? 7'b000_0000 : 
                                (DezenaSeg == 4'b1001) ? 7'b000_1100 : 7'b111_1111;
        assign OutUnidadeSeg =  (UnidadeSeg == 4'b0000) ? 7'b000_0001 : 
                                (UnidadeSeg == 4'b0001) ? 7'b100_1111 : 
                                (UnidadeSeg == 4'b0010) ? 7'b001_0010 : 
                                (UnidadeSeg == 4'b0011) ? 7'b000_0110 : 
                                (UnidadeSeg == 4'b0100) ? 7'b100_1100 : 
                                (UnidadeSeg == 4'b0101) ? 7'b010_0100 : 
                                (UnidadeSeg == 4'b0110) ? 7'b010_0000 : 
                                (UnidadeSeg == 4'b0111) ? 7'b000_1111 : 
                                (UnidadeSeg == 4'b1000) ? 7'b000_0000 : 
                                (UnidadeSeg == 4'b1001) ? 7'b000_1100 : 7'b111_1111;
endmodule
module counter_freq(
    input clk,
    output reg clk_out
);
    reg [5:0] count = 6'b000000;
    initial clk_out = 1'b0;
    always @(posedge clk) begin
        count = count + 1'b1;
        if (count >= 50) begin
            count = 6'b000000;
            clk_out = !clk_out;
        end
    end
endmodule
module counter_non_recycling(
    input clk,
    input clear,
    output reg signal
);
    reg [2:0] counter;
    always @(posedge clk or posedge clear) begin
        if (clear) begin
            counter = 3'b000;
            signal = 1'b0;
        end
        else
            if (counter == 3'b011) begin
                signal = 1'b1;
                counter = counter + 1'b1;
            end
            else if (counter < 3'b111) begin
                counter = counter + 1'b1;
            end
    end
endmodule
module encoder(
    input wire [9:0] keyboard,
    input wire enablen,
    output reg [3:0] bcd
);
    always @(keyboard)
        if (enablen == 1'b0) begin
          if (keyboard[9:0] == 10'b1000000000)
          begin
        	  bcd = 4'b1001;
          end
        else if (keyboard[9:0] == 10'b0100000000)
          begin
        	  bcd = 4'b1000;
          end
        else if (keyboard[9:0] == 10'b0010000000)
          begin
			      bcd = 4'b0111;
          end
        else if (keyboard[9:0] == 10'b0001000000)
          begin
            bcd = 4'b0110;
          end 
        else if (keyboard[9:0] == 10'b0000100000)
          begin 
			      bcd = 4'b0101;
          end 
        else if (keyboard[9:0] == 10'b0000010000)
          begin
			      bcd = 4'b0100;
          end 
        else if (keyboard[9:0] == 10'b0000001000)
          begin
			      bcd = 4'b0011;
          end 
        else if (keyboard[9:0] == 10'b0000000100)
          begin 
			      bcd = 4'b0010;
          end 
        else if (keyboard[9:0] == 10'b0000000010)
          begin 
			      bcd = 4'b0001;
          end 
        else if (keyboard[9:0] == 10'b0000000001)
          begin
			      bcd = 4'b0000;
          end
        end
endmodule
module mux(
    input wire enablen,
    input signal,
    input clk,
    output reg pgt_1Hz
);
    always @*
        if (enablen == 1'b0) begin
            pgt_1Hz = signal;
        end
        else
            pgt_1Hz = clk; 
endmodule
module control_timer(
    input [9:0] keyboard,
    input enablen,
    input clk,
    output [3:0] d,
    output loadn,
    output pgt_1Hz
);
    wire clk_1Hz;
    wire signal;
    reg keypad_pressed;
    initial keypad_pressed = 0;
    always @(keyboard) begin
    if(keyboard == 10'b00000_00000)
            keypad_pressed <= 0;
        else
            keypad_pressed <= 1;
    end
    assign loadn = ~keypad_pressed;
    encoder encoder(
        .keyboard(keyboard), .enablen(enablen),
        .bcd(d)
    );
    counter_freq counter_freq(
        .clk(clk),
        .clk_out(clk_1Hz)
    );
    counter_non_recycling counter_non_recycling(
        .clk(clk), .clear(loadn),
        .signal(signal)
    );
    mux mux(
        .enablen(enablen), .signal(signal), .clk(clk_1Hz),
        .pgt_1Hz(pgt_1Hz)
    );
endmodule
`timescale 1ns/1ps
module contador_mod10 (
    input wire clk,           
    input loadn,        
  	input wire [3:0] data,    
    input clearn,        
    input en,            
    output wire tc,
    output wire zero,
  	output reg [3:0] ones  
);
always @ (negedge clearn)  
  begin
    ones = 4'b0000;
  end
  assign zero = (ones == 4'b0000) ? 1'b1 : 1'b0;
  assign tc = en & zero;
  always @(posedge clk) begin
    if (en) 
        if (ones == 4'b0000) begin
            ones <= 4'b1001;  
        end else
            ones <= ones - 4'b0001;  
    else begin
      if (~loadn)
          ones <= data;  
    end
  end
endmodule
module contador_mod6 (
    input wire clk,           
    input loadn,        
  	input wire [3:0] data,    
    input clearn,        
    input en,            
    output wire tc,
    output wire zero,
  	output reg [3:0] tens  
);
  always @ (negedge clearn)  
  begin
    tens = 4'b0000;
  end
  assign zero = (tens == 4'b0000) ? 1'b1 : 1'b0;
  assign tc = en & zero;
  always @(posedge clk) begin
    if (en)
        if (tens == 4'b0000) begin
            tens <= 4'b0101;  
        end else 
            tens <= tens - 4'b0001;  
    else begin
      if (~loadn)
          tens <= data;  
    end
  end
endmodule
`timescale 1ns/1ps
module contador_mod10_2 (
    input wire clk,           
    input wire loadn,        
  	input wire [3:0] data,    
    input wire clearn,        
    input wire en,            
    output wire tc,
    output wire zero,
  	output reg [3:0] mins  
);
  assign zero = (mins == 4'b0000) ? 1'b1 : 1'b0;
  assign tc = en & zero;
  always @(posedge clk) begin
    if (~loadn) begin
        mins <= data;  
    end else if (~clearn) begin
        mins <= 3'b000;  
    end else if (en) begin
        if (mins == 4'b0000) begin
            mins <= 4'b1001;  
        end else begin
            mins <= mins - 1;  
        end
    end
  end
endmodule
`timescale 1ns/1ps
module timer_nivel2(data, clk, enable, load, clear, unidades, dezenas, minutos, zero);
  input [3:0] data;
  input wire clk, enable, load, clear;  
  output wire [3:0] unidades, dezenas, minutos;
  output wire zero;
  wire tc1;
  wire tc2;
  wire tc3;
  wire zero1;
  wire zero2;
  wire zero3;
  contador_mod10 unidade(clk, load, data, clear, enable, tc1, zero1, unidades);
  contador_mod6 dezena(clk, load, unidades, clear, tc1, tc2, zero2, dezenas);
  contador_mod10 minuto(clk, load, dezenas, clear, tc2, tc3, zero3, minutos);
  assign zero = zero1 & zero2 & zero3;
endmodule
module micro_waves_control(input wire [9:0] keyboard, 
                           input wire clk, startn, stopn, clearn, door_closed, 
                           output wire [6:0] sec_ones_segs, 
                           output wire [6:0] sec_tens_segs, 
                           output wire [6:0] min_segs,
                           output wire mag_on);
    wire saida_controle;
    wire [3:0] D;
    wire loadn;
    wire pgt_1Hz;
    wire zero;
    assign mag_on = saida_controle;
    wire [3:0] unidades, dezenas, minutos;
    control_timer control_timer(keyboard, saida_controle, clk, D, loadn, pgt_1Hz);
    magnetron magnetron(startn, stopn, clearn,door_closed, zero, saida_controle);  
    timer_nivel2 timer_nivel2(D, pgt_1Hz, saida_controle, loadn, clearn, unidades, dezenas, minutos, zero);  
    decoder decoder(min_segs, sec_tens_segs, sec_ones_segs, minutos, dezenas, unidades);
endmodule
==> run.sh <==
#!/bin/bash
# OpenROAD 26Q1-2900-gdf79404cd8, Yosys 0.63+post, stock flow scripts
make -C /OpenROAD-flow-scripts/flow DESIGN_CONFIG=/design/flow/config.mk WORK_HOME=/design/flow/orfs finish
==> config.mk <==
export PLATFORM = sky130hd
export DESIGN_NAME = contador_mod10_2
export DESIGN_NICKNAME = contador_mod10_2
export VERILOG_FILES = /design/flow/design.v
export SDC_FILE = /design/flow/constraint.sdc
export NUM_CORES = 4
export LEC_CHECK = 1
export CORE_AREA = 10 10 70 70
export DIE_AREA = 0 0 80 80
==> constraint.sdc <==
current_design contador_mod10_2

set clk_period 2.6
set clk_io_pct 0.2

create_clock -name clk0 -period $clk_period [get_ports {clk}]

set non_clock_inputs [all_inputs -no_clocks]
set_input_delay [expr $clk_period * $clk_io_pct] -clock clk0 $non_clock_inputs
set_output_delay [expr $clk_period * $clk_io_pct] -clock clk0 [all_outputs]
==> flow_summary.ini <==
; flow metrics
[outcome]
status = complete, no violations

[global_routing]
grt_max_degree = 7
grt_pass1_vias = 228
grt_overflow = 0
grt_usage = 0.0198
grt_pass1_wl_mm = 1.03
grt_antenna_before_repair = 0

[route]
antennaDiodeCount = 0
totalWireLength_microns = 729
drt_first_pass_iters = 2
vias_per_cell = 2.82
post_drt_wl_per_cell_microns = 8.68
vias = 237
drt_iter0_drc = 12
drcViolationCount = 0
ant_nets = 0

[worst_setup_path]
worstRegToRegCells = 2
crit_chain = nor4_4 -> and2_1 -> clkdlybuf4s50_1
critical_path.slowest_cell = edfxtp_1
slowest_delay_ps = 490
r2r-start = mins[1]$_DFFE_PP_
worst_r2r_endpoint = mins[1]$_DFFE_PP_
worstPathRequired_ps = 2080
worstSetupPathType = reg2out
worstPathMaxFanout = 5
worstSetupStartpointType = flop
worstPathArrival_ps = 1740
end_kind = output port
regToRegSetupSlack_ps = 1330

[synth]
yosysTopAreaCell = edfxtp_1
synth-simple-area-share = 0.218
ys_seq_share = 0.475
netlist_logic_family_top = simple AND/OR/NAND/NOR gates
syn_inst = 22
xor_share = 0.0693
ys_sh_aoi = 0.178
syn-cell-area_sq_um = 253
ys_sh_mux = 0
synth_top_area_share = 0.475
syn-mean-instance-area_sq_um = 11.5
ys_types = 16
yosysChipArea_sq_um = 253
yosysCellCount = 22
topCellsByArea = edfxtp_1 48%, nor4_4 8.4%, inv_1 5.9%, o22ai_2 5.0%, nor3_2 4.0%
yosys_warnings = 1
yosys.area_share.adder = 0
ys.flops = 4

[min_path]
hold_end = mins[3]$_DFFE_PP_
whs_path_depth = 2
holdCritStartpoint = mins[3]$_DFFE_PP_
hp-class = reg2reg

[floorplan]
dieWidth_microns = 80
coreArea_sq_um = 3420
ioPinCount = 14
fp-utilization = 0.0740
die_h_microns = 80
chipArea_sq_um = 6400
rows = 21

[pwr]
internal_power_uw = 171
pwr-share-comb = 0.244
pwr-share-clk = 0.339
p_sw_uw = 54.5
p_seq_frac = 0.417
power.total_uw = 226
switching_share = 0.242
leakagePower_nw = 0.159
powerDensity_nw_per_um2 = 487
ir_drop_mv = 0.0964

[clock_tree]
cts_resized = 0
clk_path_buf_depth = 2
clk_pin_slew_ps = 40
holdBufCountCts = 0
cts_buffers = 3
cts_root_buffer = clkbuf_4
htree_levels = 1
cts.sinks = 4
cts_tree = done
clkLatencyLatePin_ps = 230
post_cts.repair.setup_buffers = 0

[final_layout]
area_delta_synth_final_pct = 83.2
ff_latch_area_sq_um = 120
combGateArea_sq_um = 118
reg_top3 = mins: 4 flops
lay_top_count = clkdlybuf4s50_1
instances_no_fill = 84
largest_register = mins
nFillCells = 388
largest_register_ff_count = 4
drive_above_1_share = 0.184
layout_top_cells = 13 x clkdlybuf4s50_1, 4 x inv_1, 4 x edfxtp_1, 3 x clkbuf_4

[final_timing]
finalHoldViolCount = 0
slew_headroom = 0.812
fin_crit_ps = 2260
rsz0062_at_grt = no
clock_skew_ps = 1.63
min_period_over_period = 0.870
setup_tns_ps = 0
fmax_mhz = 442
slew_viol_final = 0
worst_pin_slew_ps = 280
setup_viol = 0
timing.final.ws_setup_ps = 338

[placed_design]
dp_cells = 81
port_buffers = 13
pre_cts_ws_ps = 506
globalplace.congestion = 0.643
dp_hpwl_microns = 624

[job]
cap_violations = 0
tool_warnings = 25
==> kinds of logic after synthesis <==
family	count (synthesis)
buf+inv	4
xor+xnor	2
flops	4
simple gates	6
compound gates	6
==> metrics by stage <==
stage | util | cell area (sq um) | hold WS [ps]
3_5_place_dp | 0.129 | 440 | 767
3_3_place_gp | 0.129 | 440 | 754
2_1_floorplan | - | 253 | 689
4_1_cts | 0.136 | 463 | 781
5_1_grt | 0.136 | 463 | 810
6_report | 0.136 | 463 | 777
==> cell usage after synthesis, drive strengths merged <==
cell,n
edfxtp,4
inv,4
o22ai,2
a21oi,1
and2,1
nand2,1
nand3b,1
nor3,1
nor4,1
o21a,1
o21ai,1
o32ai,1
or2,1
xnor2,1
xor2,1
==> per-layer routing <==
layer	GRT usage	part of all wire	up-vias	wire, microns
li1	-	-	115	-
met1	0.0182	0.31	113	228
met2	0.0377	0.57	7	415
met3	0.00455	0.089	2	65
met4	0.0123	0.026	0	19
met5	0	0	-	0
==> how the worst max path moves through the flow <==
stage,cells past startpoint,end,slack (ps),from
final,3,tc,340,mins[1]$_DFFE_PP_
after global routing,3,tc,230,mins[1]$_DFFE_PP_
after CTS,3,tc,310,mins[1]$_DFFE_PP_
==> critical path, delay by kind of cell, from the launching register on <==
family / cells / cell delay (ps)
flip-flops: 1 / 490
buffers and inverters: 1 / 460
AND/OR/NAND/NOR: 2 / 560
==> final cells by class <==
cell class,instances,share of cell area
clock buffers,3,0.0486
repair buffers,13,0.281
multi-input cells,14,0.254
well taps,46,0.124
flip-flops and latches,4,0.259
inverters,4,0.0324
==> power by group through the flow <==
| stage | registers (mW) | logic [mW] | clock network [mW] |
|---|---|---|---|
| 4_1_cts | 0.0944 | 0.0557 | 0.0805 |
| 5_1_grt | 0.0956 | 0.0597 | 0.0845 |
| 6_report | 0.0941 | 0.0550 | 0.0765 |
Power figures rest on the tool's default switching activity, not on a simulated workload.
